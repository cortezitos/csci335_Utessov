## design.v

```verilog
module multiplexer (
    input  wire [15:0] reg_0,
    input  wire [15:0] reg_1,
    input  wire [15:0] reg_2,
    input  wire [15:0] reg_3,
    input  wire [15:0] reg_4,
    input  wire [15:0] reg_5,
    input  wire [15:0] reg_6,
    input  wire [15:0] reg_7,
    input  wire [15:0] immediate,
    input  wire  [3:0] mux_sel,
    output reg  [15:0] d_out
);
    always @(*) begin
        case (mux_sel)
            4'd0: d_out = reg_0;
            4'd1: d_out = reg_1;
            4'd2: d_out = reg_2;
            4'd3: d_out = reg_3;
            4'd4: d_out = reg_4;
            4'd5: d_out = reg_5;
            4'd6: d_out = reg_6;
            4'd7: d_out = reg_7;
            4'd8: d_out = immediate;
            default: d_out = 16'd0;
        endcase
    end
endmodule
```

## run.sh

```bash
#!/bin/bash
# OpenROAD 26Q1-2900-gdf79404cd8, Yosys 0.63+post, stock flow scripts
make -C /OpenROAD-flow-scripts/flow DESIGN_CONFIG=/design/flow/config.mk WORK_HOME=/design/flow/orfs finish
```

## config.mk

```make
export PLATFORM = sky130hd
export DESIGN_NAME = multiplexer
export DESIGN_NICKNAME = multiplexer
export VERILOG_FILES = /design/flow/design.v
export SDC_FILE = /design/flow/constraint.sdc
export NUM_CORES = 4
export LEC_CHECK = 1
export CORE_AREA = 10 10 73 73
export DIE_AREA = 0 0 83 83
```

## constraint.sdc

```tcl
current_design multiplexer

set clk_period 5.9
set clk_io_pct 0.2

create_clock -name clk0 -period $clk_period

set non_clock_inputs [all_inputs -no_clocks]
set_input_delay [expr $clk_period * $clk_io_pct] -clock clk0 $non_clock_inputs
set_output_delay [expr $clk_period * $clk_io_pct] -clock clk0 [all_outputs]
```

==> qor.log <==
INFO  detailed_routing wl_per_instance=19.5µm
INFO  worst_setup_path worst-path-buf-inv=2
INFO  finish         ratio_of_cells_with_drive_above_1_in_the_final_layout=7.01%
INFO  power          netSwitchingPower=0.0567mW
INFO  placement      hpwlAfterDp=6170µm
INFO  placement      gp_congestion=0.891
INFO  worst_setup_path critPathTopFamily=buffers and inverters
INFO  final_timing   fin_worst_hold_slack=3.37ns
INFO  power          clkPwrFrac=0%
INFO  power          total_power=0.197mW
INFO  final_timing   setup_repair_after_global_routing_missed_its_margin=false
INFO  floorplanning  pin_count=164
INFO  final_timing   layout_worst_path_cycle_share=80.9%
INFO  logic_synthesis syn-instance-count=164
INFO  finish         area_growth=122%
INFO  logic_synthesis register_share_after_synthesis=0%
INFO  detailed_routing route.final.wire_length=7050µm
INFO  detailed_routing detailedRoute.firstIterationViolations=103
INFO  logic_synthesis syn-cell-area=1310µm²
INFO  logic_synthesis yosys-stat-cells=164
INFO  worst_setup_path critPathMaxFanout=17
INFO  clock_network  cts_post_setup_buffers_inserted=0
INFO  placement      io_buffers=164
INFO  final_timing   max_transition_viols_final=0
INFO  final_timing   max_clock_freq=210MHz
INFO  logic_synthesis synth_warnings=1
INFO  worst_setup_path worstSetupEndpointType=primary output
INFO  finish         final-seq-area=0µm²
INFO  logic_synthesis most_common_cell_in_the_netlist=mux2i_1
INFO  global_routing via_count_of_the_first_global_routing_pass=1,995
INFO  global_routing grt_pass1_wl=11,400µm
INFO  run            tool_warnings=33
INFO  power          p_leak=1.06nW
INFO  final_timing   max-slew-margin-rel=49.7%
INFO  floorplanning  die_height=83µm
INFO  clock_network  cts-hold-fix-buffers=0
INFO  detailed_routing final_antenna_net_count=0
INFO  global_routing grt_antenna_before_repair=0
INFO  power          switching_share=28.8%
INFO  floorplanning  core_util_floorplan=34.9%
INFO  power          power_per_cell_area=67.6nW/µm²
INFO  final_timing   period_minus_slack=4.77ns
INFO  detailed_routing routed_via_density=5.39
INFO  global_routing grtUsageTotal=19.4%
INFO  finish         clock_buffers=0
INFO  floorplanning  dieWidth=83µm
INFO  worst_setup_path worst_ep_arrival_time=3.59ns
INFO  final_timing   setup_tns=0ns
INFO  logic_synthesis largest_area_cell=mux2i_1
INFO  logic_synthesis synth.top_cells.by_count=22 x mux2i_1, 20 x a22oi_1, 18 x a21oi_1, 9 x nand3b_1
INFO  power          cell_internal_pwr=0.140mW
INFO  detailed_routing detail_route.first_pass.iterations=4
INFO  final_timing   report.final.setup_viol=0
INFO  global_routing global_route.overflow_total=0
INFO  worst_setup_path critPathLaunchType=primary input
INFO  floorplanning  core_area=3740µm²
INFO  final_timing   finalHoldViolCount=0
INFO  logic_synthesis yosys.stat.chipArea=1310µm²
INFO  worst_setup_path timing.critical_path.mode_cell=clkdlybuf4s50_1
INFO  worst_setup_path timing.critical_path.required=4.72ns
INFO  clock_network  post_cts_resize_count=0
INFO  logic_synthesis netlist_top_cells_area=mux2i_1 17%, a22oi_1 11%, a21oi_1 6.9%
INFO  final_timing   final_critical_path_setup_slack=1.13ns
INFO  run            max_cap_viol_count=0
INFO  detailed_routing route.vias.total=1,952
INFO  detailed_routing drt_drc=0
INFO  global_routing grt_start_max_net_pins=37
INFO  worst_setup_path timing.critical_path.from=mux_sel[3]
INFO  min_path       hold_start=immediate[6]
INFO  worst_setup_path cpMaxStageDelayCell=clkdlybuf4s50_1
INFO  worst_setup_path slowest_delay=0.74ns
INFO  logic_synthesis post_synth_num_cell_types=32
INFO  min_path       min_path_type=primary input to primary output
INFO  worst_setup_path timing.critical_path.cells=clkdlybuf4s50_1 > or3b_1 > o22ai_1 > a221oi_1 > a21oi_1 > clkdlybuf4s50_1
INFO  placement      worst_setup_slack_post_dpl=1.15ns
INFO  power          pwr-share-seq=0%
INFO  detailed_routing detail_route.antenna_diodes=0
INFO  floorplanning  rows=22
INFO  logic_synthesis synth_largest_type_area_fraction=16.8%
INFO  power          share_comb_of_total_power=100.0%
INFO  logic_synthesis syn-mean-instance-area=7.97µm²
INFO  floorplanning  floorplan.die_area=6890µm²
INFO  worst_setup_path timing.setup.critical_path_class=primary input to primary output
INFO  power          max-vdd-ir-drop=0.0512mV
INFO  finish         flops=0
INFO  outcome        run_status=finished, final reports clean
INFO  final_timing   worst_pin_slew=0.754ns
-- cell type report --
class,count,area [µm²]
well taps,48,60.1
fillers,271,836
repair buffers,168,1670
multi-input cells,146,1180
-- layer usage --
metal | GRT usage, % | wire length (µm)
met1 | 25.0 | 3010
met2 | 33.7 | 3580
met3 | 4.04 | 403
met4 | 1.23 | 54
met5 | 0 | 0
-- placed cells by master (no fill, tap or decap), drive strengths merged, types with 4 or more instances in the layout --
cell and count:
clkdlybuf4s50 163, buf 5, nor2b 5, mux2i 22
mux2 8, a31oi 4, o22ai 6, nand3b 9
a21oi 18, mux4 4, nor3 8, nor2 8
nand2b 8, a221oi 8, a22oi 20, a22o 4
-- tightest hold or removal path: cells and delay by family --
| kind | cells | cell delay [ns] |
|---|---|---|
| AND-OR/OR-AND | 1 | 0.20 |
| buffers and inverters | 2 | 0.80 |
-- metrics by stage --
step,cell area [µm²],std cells,util (%)
finish,2910,362,77.7
global route,2910,362,77.7
CTS,2910,362,77.7
detailed placement,2910,362,77.7
global placement,2910,362,77.7
floorplan,1310,164,-
-- worst paths after layout --
check                       end  slack (ns)  depth (start not counted)
worst max-delay path  d_out[13]        1.13                          6
worst min-delay path   d_out[6]        3.37                          3
-- power groups by stage --
stage         Sequential, mW  Combinational, mW  Clock (mW)
CTS                        0              0.198           0
finish                     0              0.197           0
global route               0              0.212           0
-- cells by family (layout without fill, tap and decap cells) --
| kind of cell | after synthesis | count (layout) | share of synthesized area [%] |
|---|---|---|---|
| AND-OR/OR-AND | 68 | 68 | 36.9 |
| buffers and inverters | 18 | 168 | 9.66 |
| multiplexers | 34 | 34 | 30.6 |
| AND/OR/NAND/NOR | 44 | 44 | 22.8 |
Power figures rest on the tool's default switching activity, not on a simulated workload.
