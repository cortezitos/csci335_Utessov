## ./design.v

```verilog
module branch_logic (
    input wire clk,
    input wire reset,
    input wire [15:0] instruction,
    input wire [15:0] last_alu_result,
    input wire        done,
    output reg [7:0] pc
);
    wire[1:0] format = instruction[1:0];
    wire[1:0] cond = instruction[3:2];
    wire[7:0] immediate = instruction[11:4];
always @(posedge clk) begin
    if (reset) begin
        pc <= 8'd0;
    end else if (done) begin
        if (format == 2'b10) begin
            case (cond)
                2'b00: pc <= (last_alu_result[7:0] == 8'd0) ? immediate : pc + 1; 
                2'b01: pc <= (last_alu_result[7:0] == 8'd1) ? immediate : pc + 1; 
                2'b10: pc <= (last_alu_result[7:0] == 8'd2) ? immediate : pc + 1; 
                default: pc <= pc + 1;
            endcase
        end else begin
            pc <= pc + 1;
        end
    end
end
endmodule
```

## ./run.sh

```bash
#!/bin/bash
# OpenROAD 26Q1-2900-gdf79404cd8, Yosys 0.63+post, stock flow scripts
make -C /OpenROAD-flow-scripts/flow DESIGN_CONFIG=/design/flow/config.mk WORK_HOME=/design/flow/orfs finish
```

## ./config.mk

```make
export PLATFORM = sky130hd
export DESIGN_NAME = branch_logic
export DESIGN_NICKNAME = branch_logic
export VERILOG_FILES = /design/flow/design.v
export SDC_FILE = /design/flow/constraint.sdc
export NUM_CORES = 4
export LEC_CHECK = 1
export CORE_AREA = 10 10 70 70
export DIE_AREA = 0 0 80 80
```

## ./constraint.sdc

```tcl
current_design branch_logic

set clk_period 5.3
set clk_io_pct 0.2

create_clock -name clk0 -period $clk_period [get_ports {clk}]

set non_clock_inputs [all_inputs -no_clocks]
set_input_delay [expr $clk_period * $clk_io_pct] -clock clk0 $non_clock_inputs
set_output_delay [expr $clk_period * $clk_io_pct] -clock clk0 [all_outputs]
```

==> reports/qor.yml <==
global_route:
  grt_pass1_vias: 624
  track_usage_pct: 5.34
  overflow: 0
  antenna_found_initial: 0
  grt_pass1_wl_mm: 2.84
  grt_start_max_net_pins: 17
die:
  dieArea_mm2: 0.00640
  core-area_mm2: 0.00342
  io_pins: 43
  num_rows: 21
  initCoreUtil_pct: 16.8
  die_w_um: 80
  die_h_um: 80
logic_synthesis:
  numSynthFlops: 8
  ys_top_cells_by_count: "dfxtp_1, inv_1, nand2_1, o32ai_1"
  ys.flop_type: "dfxtp_1"
  syn_inst: 70
  edf_count: 0
  synthDistinctLibCells: 33
  yosys.cell_count.top_type: "dfxtp_1"
  syn_avg_cell_area_um2: 8.22
  ys_seq_share_pct: 27.8
  synthAoiAreaFrac_pct: 23.7
  ys_top_logic_family: "simple AND/OR/NAND/NOR gates"
  ys_sh_adder_pct: 2.17
  netlist.area_leader.share_pct: 27.8
  synthMuxAreaShare_pct: 0
  ys_cells: 70
  ys_sh_xor_pct: 7.61
  synthSimpleGateAreaFrac_pct: 31.5
  synthesis.area_um2: 576
  largest_area_cell: "dfxtp_1"
  top_cells_by_area: "dfxtp_1, o32ai_1, xor2_1"
  synthArstFlopShare_pct: 0
  yosys-stat-area_um2: 576
  yosys_warnings: 1
final_timing:
  setup_viol: 0
  rsz0062_at_grt: "false"
  layout_min_cycle_time_ps: 2670
  relSlewSlack_pct: 65.0
  fmax_mhz: 374
  finalClockPeriodUsage_pct: 50.4
  worst_pin_slew_ps: 524
  setup_tns_ps: 0
  setup_ws_ps: 2630
  slew_viol_final: 0
  skew_ps: 6.75
  finalHoldViolations: 0
  whs_ps: 546
clock_tree:
  post-cts-setup-buffer-count: 0
  cts_tree: "built"
  clk_latency_ps: 250
  cts-buffers-inserted: 3
  cts_resized: 0
  cts_hold_buffers: 0
  cts_sinks: 8
  cts_htree_levels: 1
  clockRootBuffer: "clkbuf_4"
  clkSlewWorstSetupHoldPaths_ps: 60
  clock_path_buffers: 2
run:
  warnings: 37
  max_cap_violations: 0
worst_hold_path:
  worstHoldPathType: "flop to flop"
  whs_path_depth: 2
  worstHoldStart: "pc[1]"
  hold_end: "pc[1]"
routing:
  num_vias: 623
  wire_per_inst_um: 12.2
  initialDrtViolationCount: 19
  num_antenna_cells: 0
  dr.pass1.iters: 4
  drt.antenna.violating_nets: 0
  totalWireLength_mm: 1.78
  drcViolationCount: 0
  viasPerCell: 4.27
critical_path:
  cp.arrival_ps: 2830
  critPathLaunch: "last_alu_result[3]"
  critPathCaptureType: "flop"
  ff2ff_path_depth: 5
  r2r_slack_ps: 3940
  crit_required_ps: 5460
  critPathLaunchType: "input pin"
  timing.rr.end: "pc[4]"
  path_class: "input pin to flop"
  cp_max_fo: 9
  rr_startpoint: "pc[0]"
place:
  pre_cts_ws_ps: 2370
  place.gp.congestion: 0.795
  place_area_um2: 915
  io_buffers: 30
  dp_hpwl_mm: 1.46
finish:
  drive_gt1_share_pct: 4.00
  regMostFlops: "pc"
  fin_area_um2: 937
  seqCellArea_um2: 160
  mi_logic_area_um2: 374
  syn2layout_area_growth_pct: 62.8
  largest_reg_flops: 8
  reg_top3: "pc: 8 flops"
  nFillCells: 381
power:
  p_leak_nw: 0.310
  power.total_w: 0.000145
  ir_worst_vdd_uv: 53.2
  power_density_mw_per_mm2: 154
status:
  run_status: "finished, final reports clean"
[cell type report]
class / count / share of cell area (%)
multi-input cells: 53 / 39.9
repair buffers: 30 / 32.0
flip-flops and latches: 8 / 17.1
well taps: 46 / 6.14
clock buffers: 3 / 2.40
inverters: 6 / 2.40
[power by group]
group | total, W | internal [W] | switching [W]
clock | 0.0000467 | 0.0000259 | 0.0000208
sequential | 0.0000639 | 0.0000617 | 0.00000214
combinational | 0.0000341 | 0.0000222 | 0.0000119
total | 0.000145 | 0.000110 | 0.0000348
[per-layer routing]
layer  track usage [%]  wire, µm
met5                 0         0
met2              8.27       849
met3              1.48       114
met1              7.16       788
met4              1.23        31
[worst max path at each step]
stage / slack (ps) / cells after the start / to
after CTS: 2630 / 5 / pc[4]
after global routing: 2460 / 5 / pc[2]
final: 2630 / 5 / pc[4]
[logic make-up after synthesis]
kind of cell    Yosys count
flops                     8
compound gates           18
buf+inv                   9
xor+xnor                  5
fa+ha+maj                 1
simple gates             29
[metrics by stage]
| step | cells | util (%) |
|---|---|---|
| final | 146 | 27.4 |
| after global routing | 146 | 27.4 |
| after CTS | 146 | 27.4 |
| after detailed placement | 143 | 26.8 |
| after global placement | 143 | 26.8 |
| after floorplan | 70 | - |
[critical path, stage by stage]
cell and delay (ps):
clkdlybuf4s50_1 400, nor4_1 380, nand4_1 410, nand4bb_1 410, o32ai_1 170
[cells in the final DEF, fill, tap and decap left out, types with 2 or more instances in the layout]
cell / n
a21oi_1: 2
and3_1: 3
clkbuf_4: 3
clkdlybuf4s50_1: 30
dfxtp_1: 8
inv_1: 6
nand2_1: 6
nand3b_1: 2
nand4_1: 4
nor2_1: 3
nor2b_1: 2
nor4b_1: 2
o22ai_1: 2
o32a_1: 2
o32ai_1: 5
xor2_1: 4
No activity file was given, so power comes from the tool's default toggle rates.
