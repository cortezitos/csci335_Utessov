File: flow/config.mk
export PLATFORM = sky130hd
export DESIGN_NAME = fibonacci_generator
export DESIGN_NICKNAME = fibonacci_generator
export VERILOG_FILES = /design/flow/design.v
export SDC_FILE = /design/flow/constraint.sdc
export NUM_CORES = 4
export LEC_CHECK = 1
export CORE_UTILIZATION = 30
File: flow/constraint.sdc
current_design fibonacci_generator

set clk_period 6.8
set clk_io_pct 0.2

create_clock -name clk0 -period $clk_period [get_ports {clk}]

set non_clock_inputs [all_inputs -no_clocks]
set_input_delay [expr $clk_period * $clk_io_pct] -clock clk0 $non_clock_inputs
set_output_delay [expr $clk_period * $clk_io_pct] -clock clk0 [all_outputs]
File: flow/design.v
module fibonacci_generator (
    input clk,         
    input rst,         
    input enable,      
    output reg [31:0] fib_out   
);
reg [31:0] fib_prev1;   
reg [31:0] fib_prev2;   
always @(posedge clk or posedge rst) begin
    if (rst) begin
        fib_prev1 <= 32'd1;   
        fib_prev2 <= 32'd0;  
        fib_out <= 32'd0;     
    end else if (enable) begin
        fib_out <= fib_prev1 + fib_out;
        fib_prev2 <= fib_prev1;
        fib_prev1 <= fib_out;
    end
end
endmodule
File: flow/run.sh
#!/bin/bash
# OpenROAD 26Q1-2900-gdf79404cd8, Yosys 0.63+post, stock flow scripts
make -C /OpenROAD-flow-scripts/flow DESIGN_CONFIG=/design/flow/config.mk WORK_HOME=/design/flow/orfs finish
==> results.py <==
# Auto-generated metrics
metrics = {
    "cts": {
        "cts.htree.levels": 3,
        "clock_path_buffers": 2,
        "tritoncts_num_sinks": 64,
        "postCtsSetupRepairBufs": 0,
        "clk_latency_ns": 0.33,
        "clkTransAtPathRegs_ns": 0.05,
        "numCtsBuffers": 9,
        "cts-resized-gates": 0,
        "root_buffer": "clkbuf_16",
        "cts_tree": "built",
        "cts_hold_buf": 0,
    },
    "grt": {
        "antenna_found_initial": 0,
        "grt.overflow.total": 0,
        "grt_max_degree": 65,
        "grt_first_pass_wirelength_mm": 13.3,
        "grt_pass1_vias": 2805,
        "grt_usage": 0.116,
    },
    "final_layout": {
        "lay_top_count": "dfrtp_1",
        "finalNonFillerCells": 585,
        "finalInstanceArea_mm2": 0.00482,
        "nFillCells": 1267,
        "post-route-util": 0.376,
        "drive_above_1_share": 0.194,
        "most-common-layout-cells": "dfrtp_1, mux2_2, clkdlybuf4s50_1, a21oi_1, ha_1",
        "area_growth_pct": 20.5,
        "seq_area_mm2": 0.00160,
        "mi_logic_area_mm2": 0.00228,
    },
    "setup_path": {
        "crit_path_end_kind": "flop",
        "startpoint_type": "input pin",
        "cp.depth": 8,
        "cpMaxStageDelayCell": "buf_4",
        "crit_path_max_incr_delay_ns": 0.57,
        "cp_common_cell": "nand3_1",
        "path_cells": "buf_2, buf_4, inv_1, nor2_1, nand3_1, o32a_1, nand3_1, xor2_1",
        "regToRegEndpoint": "fib_out[28]",
        "reg2reg_from": "fib_out[0]",
        "cp_top_family": "buffers and inverters",
        "r2r_cells": 10,
        "cp.arrival_ns": 3.28,
        "critical_path.max_fanout": 51,
        "cp.required_ns": 7.04,
        "reg2reg_setup_slack_ns": 3.87,
        "worst-path-buf-inv": 3,
        "path_class": "in2reg",
    },
    "yosys": {
        "synth.distinct_cells": 45,
        "yosys_most_used_dff": "dfrtp_1",
        "synth-seq-cells": 64,
        "synth_seq_share": 0.401,
        "syn-cell-area_mm2": 0.00400,
        "ys_area_mm2": 0.00400,
        "syn_area_per_cell_um2": 10.6,
        "synth-edff-count": 0,
        "yosysWarnings": 1,
        "ys_async_sr_fraction": 1.00,
        "synth_cells": 376,
        "yosys-stat-cells": 376,
    },
    "final_timing": {
        "period_needed_ns": 3.03,
        "rsz0062_at_grt": "no",
        "max_slew.worst_pin.slew_ns": 0.778,
        "setup_viol": 0,
        "tns_ns": 0,
        "final_hold_viol_count": 0,
        "max_slew_margin": 0.481,
        "skew_ns": 0.00631,
        "period_used_share": 0.446,
        "worst_slack_ns": 3.77,
        "holdWs_ns": 0.510,
        "drv_slew": 0,
        "max_freq_ghz": 0.330,
    },
    "floorplanning": {
        "core_area_mm2": 0.0128,
        "fp_util": 0.312,
        "chip_area_mm2": 0.0138,
        "die_y_um": 117,
        "die_w_um": 117,
        "num_rows": 41,
        "ios": 35,
    },
    "placement": {
        "place_hpwl_mm": 5.40,
        "io_buffers": 34,
        "gp_congestion": 0.866,
        "placed_area_mm2": 0.00448,
        "place_ws_ns": 3.46,
        "post-place-cells": 569,
    },
    "route": {
        "firstDrtPassIters": 5,
        "postRouteAntennaNets": 0,
        "drt_first_iter_violations": 102,
        "viasPerCell": 4.92,
        "wirelength_mm": 7.62,
        "num_antenna_cells": 0,
        "vias": 2879,
        "routedWlPerCell_um": 13.0,
        "drc": 0,
    },
    "min_path": {
        "hold_depth": 1,
        "min-delay-start": "fib_prev1[2]",
        "hold_path_class": "reg2reg",
        "min_to": "fib_prev1[2]",
    },
    "flow_run": {
        "log.warning_count": 25,
        "drv_cap": 0,
    },
    "status": {
        "outcome": "completed",
    },
}
[cell families (layout without fill, tap and decap cells)]
family	after synthesis	after routing	share of synthesized area
mux	57	57	0.161
xor+xnor	27	27	0.0592
fa+ha+maj	32	32	0.102
simple gates	72	72	0.0830
flops	64	64	0.401
buf+inv	24	61	0.0291
compound gates	100	100	0.165
[worst max path at each step]
stage / start / slack [ns] / to
after CTS: enable / 3.74 / fib_out[31]
after global routing: enable / 3.55 / fib_out[31]
final: enable / 3.77 / fib_out[31]
[area by class of cell]
class,instances,share of cell area
Multi-Input combinational cell,288,0.473
Sequential cell,64,0.333
Timing Repair Buffer,36,0.0727
Clock buffer,10,0.0475
Tap cell,172,0.0447
Clock inverter,6,0.0223
Inverter,9,0.00701
[synth_stat cells, drive strengths merged (3+ instances only)]
cell / n / area [um^2]
o21ai: 13 / 65.1
nand3: 11 / 55.1
xor2: 10 / 87.6
o31ai: 3 / 27.5
nor2: 18 / 67.6
clkbuf: 8 / 30.0
a21o: 24 / 181
inv: 9 / 33.8
nand2: 25 / 93.8
a21oi: 31 / 155
nor2b: 5 / 31.3
xnor2: 17 / 149
ha: 31 / 388
o21bai: 4 / 30.0
and3: 4 / 26.3
a211oi: 4 / 30.0
a31oi: 7 / 43.8
dfrtp: 63 / 1580
mux2: 55 / 623
buf: 7 / 52.6
nand4: 6 / 37.5
[layer usage]
metal / GRT usage / share of wire
met1: 0.189 / 0.52
met2: 0.169 / 0.43
met3: 0.0169 / 0.033
met4: 0.0170 / 0.014
met5: 0 / 0
[state kept, by name (all words and copies together) (netlist names)]
register,cells
fib_out,32
fib_prev1,32
